## config.mk

```make
export PLATFORM = sky130hd
export DESIGN_NAME = EX
export DESIGN_NICKNAME = EX
export VERILOG_FILES = /design/flow/design.v
export SDC_FILE = /design/flow/constraint.sdc
export NUM_CORES = 4
export LEC_CHECK = 1
export CORE_UTILIZATION = 30
```

## constraint.sdc

```tcl
current_design EX

set clk_period 19.6
set clk_io_pct 0.2

create_clock -name clk0 -period $clk_period [get_ports {clk}]

set non_clock_inputs [all_inputs -no_clocks]
set_input_delay [expr $clk_period * $clk_io_pct] -clock clk0 $non_clock_inputs
set_output_delay [expr $clk_period * $clk_io_pct] -clock clk0 [all_outputs]
```

## design.v

```verilog
module IF(
    input clk,
    input res,
    input PCSrc,
    input [31:0] Sum,
    output reg [31:0] pc,
    output reg [31:0] instruction
);
    always@(posedge clk)    
        if(res)
            pc <= 0;
    reg [32 / 4 -1:0] mem [0:256 * 4 -1];
    initial begin
        $readmemh( "memory_code.mem", mem);      
    end
    always@(posedge clk)
        if(!res)
            instruction = {mem[pc+3], mem[pc+2], mem[pc+1], mem[pc]};    
    always@(posedge clk)begin    
        if(!res)
            if(PCSrc == 0)
                pc <= pc+4; 
            else
                pc <=  Sum;          
    end
endmodule
module ID(
    input        clk,
    input        res,
    input [31:0] oldinstruction,
    input [31:0] oldpc,
    input [31:0] writeData,
    input [5:0]  writeRegister,
    input        RegWrite,
    output reg [31:0] ReadData1,
    output reg [31:0] ReadData2,
    output reg [31:0] pc2,
    output reg [6:0]  imm,
    output reg [31:0] instruction2,
    output reg [1:0]  controlWB,   
    output reg [2:0]  controlMEM,      
    output reg [2:0]  controlEX       
);
    reg [31:0] mem [0:31];
    always@(posedge clk)begin
        if(res)begin
            ReadData2 <= 0;
            ReadData1 <= 0;
            mem[0] <= 0; mem[1] <= 0; mem[2] <= 0; mem[3] <= 0; mem[4] <= 0; mem[5] <= 0; mem[6] <= 0; mem[7] <= 0; 
            mem[8] <= 0; mem[9] <= 0; mem[10] <= 0; mem[11] <= 0; mem[12] <= 0; mem[13] <= 0; mem[14] <= 0; mem[15] <= 0;
            mem[16] <= 0; mem[17] <= 0; mem[18] <= 0; mem[19] <= 0; mem[20] <= 0; mem[21] <= 0; mem[22] <= 0; mem[23] <= 0;
            mem[24] <= 0; mem[25] <= 0; mem[26] <= 0; mem[27] <= 0; mem[28] <= 0; mem[29] <= 0; mem[30] <= 0; mem[31] <= 0;
        end
        else
            begin
                if(RegWrite)
                        mem[writeRegister] <= writeData;
                ReadData2 <= mem[oldinstruction[24:20]];
                ReadData1 <= mem[oldinstruction[19:15]];
            end
        case(oldinstruction[6:0])
            7'b0000011,
            7'b0001111,
            7'b0011011,
            7'b1100111,
            7'b1110011,
            7'b0010011: imm = { {20{oldinstruction[31]}}, oldinstruction[31:20]};
            7'b0100011: imm = { {20{oldinstruction[31]}}, oldinstruction[31:25], oldinstruction[11:7]};
            7'b1100011: imm = { {20{oldinstruction[31]}}, oldinstruction[7], oldinstruction[30:25], oldinstruction[11:8], 1'b0};            
            7'b1101111: imm = { {12{oldinstruction[31]}}, oldinstruction[19:12], oldinstruction[20], oldinstruction[30:25], oldinstruction[11:8], 1'b0};            
            7'b0010111,
            7'b0110111: imm = { oldinstruction[31:12], {12{1'b0}}}; 
            default:
                imm = 32'h0000_0000;
        endcase
        pc2 <= oldpc;
        instruction2 <= oldinstruction;
        case(oldinstruction[6:0])   
            7'b0110011: {controlEX, controlMEM, controlWB} = 8'b10_0__0_0_0__1_0;   
            7'b0000011: {controlEX, controlMEM, controlWB} = 8'b00_1__0_1_0__1_1;   
            7'b0100011: {controlEX, controlMEM, controlWB} = 8'b00_1__0_0_1__0_0;   
            7'b1100011: {controlEX, controlMEM, controlWB} = 8'b01_0__1_0_0__0_0;   
            7'b0010011: {controlEX, controlMEM, controlWB} = 8'b11_1__0_0_0__1_0;   
            default:
                {controlEX, controlMEM, controlWB} = 8'b0_0_0_0_0_0_00;
        endcase
    end 
endmodule
module EX(
    input        clk, 
    input        res,
    input [31:0] ReadData1IDEX,
    input [31:0] ReadData2IDEX,
    input [31:0] pc2IDEX,
    input [6:0]  immIDEX,
    input [31:0] instructionIDEX,
    input [1:0]  controlWBIDEX,       
    input [2:0]  controlMEMIDEX,      
    input [2:0]  controlEXIDEX,        
    input [5:0]  writeRegister,            
    input [31:0] writeData,              
    input [31:0] instruction_last,       
    input [31:0] ALUres,              
    output reg [31:0] Sum,
    output reg        Zero,
    output reg [31:0] ALUresult,
    output reg [31:0] ReadData_next,
    output reg [31:0] Instruction_next,
    output reg [1:0]  controlWB_next,       
    output reg [2:0]  controlMEM_next,       
    output reg        PCSrc,
    output reg [31:0] SumPC
);
    reg [2:0] alu_ctrl;
    reg [31:0] operand2;
    reg [31:0] operand1;
    always@(posedge clk)begin                  
        Sum <= pc2IDEX + immIDEX;
    end
    always @(posedge clk) begin
        casex({controlEXIDEX[2:1] , instructionIDEX[31:25] , instructionIDEX[14:12]})
            12'b00_xxxxxxx_xxx: alu_ctrl = 4'b0010;  
            12'b01_xxxxxxx_xxx: alu_ctrl = 4'b0110;  
            12'b10_0000000_000: alu_ctrl = 4'b0010;  
            12'b10_0100000_000: alu_ctrl = 4'b0110;  
            12'b10_0000000_111: alu_ctrl = 4'b0000;  
            12'b10_0000000_110: alu_ctrl = 4'b0001;  
            12'b10_0000000_100: alu_ctrl = 4'b0011;  
            12'b11_xxxxxxx_000: alu_ctrl = 4'b0010;  
            12'b11_xxxxxxx_111: alu_ctrl = 4'b0000;  
            12'b11_xxxxxxx_110: alu_ctrl = 4'b0001;  
            12'b11_xxxxxxx_100: alu_ctrl = 4'b0011;  
            default:
                alu_ctrl = 4'b0000;
        endcase  
        operand1 = ReadData1IDEX;                      
        operand2 = (controlEXIDEX[0] ? immIDEX : ReadData2IDEX);   
        if(instruction_last[11:7]==instructionIDEX[19:15])       
            operand1 = ALUres;
        if(instruction_last[11:7]==instructionIDEX[24:20])       
            operand2 =  ALUres;
        if(writeRegister == instructionIDEX[19:15])       
            operand1 = writeData;
        if(writeRegister == instructionIDEX[24:20])       
            operand2 =  writeData;
        case(alu_ctrl)
            4'b0010: ALUresult = operand1 + operand2;
            4'b0110: ALUresult = operand1 - operand2;
            4'b0000: ALUresult = operand1 & operand2;
            4'b0001: ALUresult = operand1 | operand2;
            4'b0011: ALUresult = operand1 ^ operand2;
            default:
                ALUresult = 32'hFFFF_FFFF;
        endcase
        Zero = ~(|ALUresult);  
    end
    always@(posedge clk)    
        case({ controlMEMIDEX[2],Zero})
            2'b11:  PCSrc = 1;
            default: PCSrc = 0;
        endcase
     always@(posedge clk)begin                  
        controlWB_next  = controlWBIDEX;  
        controlMEM_next = controlMEMIDEX; 
        Instruction_next =  instructionIDEX;
        ReadData_next = ReadData2IDEX;
        SumPC = Sum-12;
    end
endmodule
module MEM(
    input             clk,
    input             res,
    input [31:0]      SumEXMEM,             
    input             ZeroEXMEM,            
    input [31:0]      ALUresultEXMEM,       
    input [31:0]      ReadData_nextEXMEM,   
    input [31:0]      Instruction_nextEXMEM,
    input [1:0]       controlWB_nextEXMEM,  
    input [2:0]       controlMEM_nextEXMEM,  
    output reg [31:0] dout,
    output reg [31:0] instruction_last,
    output reg [31:0] ALUres,
    output reg [1:0]  controlWB_last
);
    reg [32 / 4 - 1:0] memory [0:256 * 4 - 1];
    always@(posedge clk)begin
        casex({controlMEM_nextEXMEM[1],controlMEM_nextEXMEM[0]})  
            2'b10:  dout = { memory[ALUresultEXMEM+3], memory[ALUresultEXMEM+2], memory[ALUresultEXMEM+1], memory[ALUresultEXMEM] };
            2'b01:  { memory[ALUresultEXMEM+3], memory[ALUresultEXMEM+2], memory[ALUresultEXMEM+1], memory[ALUresultEXMEM] } = ReadData_nextEXMEM;
            default: dout = 32'hFFFF_FFFF;
        endcase
    end
    always@(posedge clk)begin
        ALUres = ALUresultEXMEM;
        controlWB_last = controlWB_nextEXMEM;
        instruction_last = Instruction_nextEXMEM;
    end  
    initial begin
        $readmemh( "memory_data.mem", memory);
    end
endmodule
module WB(
    input            clk,
    input            res,
    input [31:0]     doutMEMW,            
    input [31:0]     instruction_lastMEMW,
    input [31:0]     ALUresMEMW,          
    input [1:0]      controlWB_lastMEMW,   
    output reg       RegWrite,
    output reg[31:0] writeData,
    output reg [5:0] writeRegister
);
    always@(controlWB_lastMEMW or doutMEMW or instruction_lastMEMW or ALUresMEMW)begin
        RegWrite = controlWB_lastMEMW[1];
        if(controlWB_lastMEMW[0])
            writeData = doutMEMW;
        else begin
            writeData = ALUresMEMW;
            end
        writeRegister = instruction_lastMEMW[11:7];
    end
endmodule
```

## memory_code.mem

```
//    0x00128293 	addi    t0, t0, 1
//    0x0012E313 	ori     t1, t0, 1
//    0x00137393 	andi    t2, t1, 1
//loop:
//    0x00542223 	sw      t0, 4(s0)
//    0x00442E03 	lw      t3, 4(s0)
//    0x01C282B3 	add    	t0, t0, t3
//    0xFE000AE3 	beq 	zero, zero, loop
//
//    0x00000000 	nop
//    0x00000000 	nop
//    0x00000000 	nop
//    0x00000000 	nop
//    0x00000000 	nop
//    0x00000000 	nop
	
93
82
12
00
13
E3
12
00
93
73
13
00
23
22
54
00
03
2E
44
00
B3
82
C2
01
E3
0A
00
FE
00
00
00
00
00
00
00
00
00
00
00
00
00
00
00
00
00
00
00
00
00
00
00
00
```

## memory_data.mem

```
00
00
00
00
00
00
00
00
00
00
00
00
00
00
00
00
00
00
00
00
00
00
00
00
00
00
00
00
00
00
00
00
```

## run.sh

```bash
#!/bin/bash
# OpenROAD 26Q1-2900-gdf79404cd8, Yosys 0.63+post, stock flow scripts
make -C /OpenROAD-flow-scripts/flow DESIGN_CONFIG=/design/flow/config.mk WORK_HOME=/design/flow/orfs finish
```

==> out/qor.txt <==
OpenROAD warnings: 86
FF+latch count, synth: 167
Final setup viols: 0
status: finished clean
clk buf depth: 2
Worst Setup SP: instructionIDEX[20]
synthesis-to-finish area growth: 44.4%
layout cell share with drive strength beyond 1: 0.0525
Post-synth EDFFs: 0
Die Y: 196 um
WL per Instance: 19.9 um
PD cells: 71.8 mW/mm^2
Max-slew headroom: 0.423
Critical Path AT: 11.44 ns
Final ANT Viol Nets: 0
clock share of power: 0.295
slowest stage delay, CP: 0.58 ns
Final HPWL DP: 35,500 um
via count: 11,100
Seq/Total Area, Yosys: 0.297
largest net degree at the start of global routing: 60
Pint: 0.772 mW
CP Max Fanout: 17
Commonest flop: dfxtp_1
# rows: 70
Post-Route WL: 44,000 um
Async SR Flop Fraction: 0
gr usage total: 0.232
critical path's slowest cell: clkdlybuf4s50_1
Slew Limit Fails: 0
core area: 0.0368 mm^2
cts hold-fix bufs: 0
Die X: 196 um
delay-heaviest family, CP: simple AND/OR/NAND/NOR gates
Slew @ Worst Pin: 0.843 ns
largest area contributor in the synthesized netlist: dfxtp_1
Worst Hold Class: flip-flop to flip-flop
post-CTS sizing: 0
Synth top cell by count: dfxtp_1
Leak: 7.00 nW
min Tclk post-route: 11.06 ns
root buffer cell: clkbuf_16
critical path type: input pin to flip-flop
RSZ-0062 raised after global routing: false
Pre-antenna DRT Iters: 5
skew final: 0.0128 ns
Buf/Inv on CP: 4
Most Frequent Cell on Critical Path: a21oi_1
yosys warns: 1
CTS buffer count: 17
routed vias/inst: 5.02
H-tree depth: 4
post-synthesis cell count: 1,352
clk sinks: 167
switching power: 0.395 mW
Net Sw Frac: 0.338
number of remaining DRC errors: 0
launching point of the worst reg2reg path: Sum[7]
number of cells in Yosys stat: 1,352
Top cell area share: 0.297
Tcrit/Tclk final: 0.564
Yosys Chip Area: 0.0112 mm^2
worst path required time: 19.98 ns
syn_area_per_cell: 8.32 um^2
synth cell count leaders: dfxtp_1, nor2_1, ha_1
initial antenna violation count: 16
Insertion Delay late pin: 0.45 ns
Remaining Overflow, GRT: 0
Post-CTS Setup Repair Bufs: 0
setup_tns: 0 ns
Port-buffer cells: 385
first-pass GRT wire length: 65,400 um
power share of the combinational group: 0.366
routability cong.: 0.966
CTS tree: yes
Ports: 414
Synth area leaders: dfxtp_1, ha_1, xnor2_1
Worst setup EP type: flip-flop
Starting Density: 0.306
maximum vdd drop: 0.0000600 V
Unique cell types: 83
clk slew on worst S/H paths: 0.08 ns
die area: 0.0383 mm^2
initial drt markers: 612
startpoint types: input pin
hold slack: 0.356 ns
synthesized area: 0.0112 mm^2
hold path start: Sum[0]
vias in the first global route: 10,900
maximum clock rate: 0.0904 GHz
final hold vios: 0
max-capacitance violation count: 0
Reg power frac: 0.339
power groups by stage:
stage | Sequential (mW) | Clock [mW] | Combinational [mW]
CTS | 0.397 | 0.355 | 0.428
global route | 0.401 | 0.370 | 0.470
finish | 0.396 | 0.344 | 0.427
final cells by class:
| cell class | count | area [um^2] |
|---|---|---|
| timing repair buffer | 405 | 4000 |
| sequential | 167 | 3340 |
| multi-input combinational | 1032 | 7320 |
| inverter | 97 | 364 |
| fill | 3509 | 20500 |
| clock inverter | 14 | 174 |
| antenna | 10 | 25.0 |
| clock buffer | 18 | 439 |
| tap | 468 | 586 |
logic make-up after synthesis:
kind of cell	synth area share
compound gates	0.204
xor+xnor	0.0942
fa+ha+maj	0.119
mux	0.0475
simple gates	0.185
flops	0.297
buf+inv	0.0532
layout by cell type, fill, tap and decap left out, types with 8 or more instances in the layout:
cell type,Yosys,final
o31ai_1,15,15
nand2_1,82,82
buf_4,1,20
nor3_1,49,49
or3_1,9,8
a22oi_1,22,22
or4_1,12,12
clkdlybuf4s50_1,0,384
nand3b_1,10,10
a31o_2,11,11
and3_1,17,17
a21o_1,39,39
xnor2_1,80,80
o21ai_1,9,9
nor2b_1,21,21
diode_2,0,10
nor2_1,120,120
nand2b_1,9,9
inv_1,97,97
a21oi_1,79,79
o21ai_0,64,63
nand3_1,38,37
a31oi_1,12,12
ha_1,104,104
dfxtp_1,167,167
nor4_1,12,12
clkbuf_16,0,17
xor2_1,41,41
mux2i_1,50,50
o21a_1,10,10
registers in the layout (all words and copies together), names as in the netlist, 2 cells and up:
name and count:
ALUresult 32, Instruction_next 32, ReadData_next 32, SumPC 32, Sum 32, controlMEM_next 3, controlWB_next 2
final timing paths:
check | endpoint | slack (ns) | cells past startpoint
setup / recovery | Zero | 8.54 | 27
hold / removal | SumPC[0] | 0.36 | 0
setup reg to reg | SumPC[29] | 16.81 | 8
hold reg to reg | SumPC[0] | 0.36 | 0
per-stage QoR:
| stage | power (mW) | worst slack [ns] | util | instances | instance area [um^2] |
|---|---|---|---|---|---|
| after floorplan | 0.619 | 10.13 | - | 1352 | 11200 |
| after global placement | 0.827 | 8.26 | 0.424 | 2169 | 15600 |
| after detailed placement | 0.828 | 8.26 | 0.424 | 2169 | 15600 |
| after CTS | 1.18 | 8.67 | 0.441 | 2201 | 16200 |
| after global routing | 1.24 | 8.16 | 0.442 | 2210 | 16200 |
| final | 1.17 | 8.54 | 0.442 | 2211 | 16200 |
metal layers:
layer,track usage,vias to the layer above,routed length [um]
li1,-,5562,-
met1,0.310,5091,19000
met2,0.379,383,20600
met3,0.0446,67,2930
met4,0.0770,6,1370
met5,0,-,41
No activity file was given, so power comes from the tool's default toggle rates.
